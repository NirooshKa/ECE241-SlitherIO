===== ./design.v =====
module plotDots (
	clk,  resetn, plot_colour, 
	plot_x,
	plot_y,
	plot_en,
	done_ploting_init_dots,
	doneclear
 );
 input clk;
 input resetn;
 output plot_en;
 output [7:0] plot_x;
 output [6:0] plot_y;
 output [2:0] plot_colour;
 output done_ploting_init_dots;
 output doneclear;
 wire [2:0] rand_colour;
 wire [6:0] counterDot;
 reg [7:0] counterAsync = 8'b00110110;
 wire [7:0] offset_x;
 wire [6:0] offset_y; 
 always @ (posedge clk) 
 begin
	counterAsync <= counterAsync + 1'b1; 
 end   
 LFSR8 lfsrX(.clk(clk), .shift(offset_x), .resetn(resetn), .counterAsync(counterAsync));
 LFSR7 lfsrY(clk, offset_y, resetn, counterAsync[6:0]);
 LFSR3 lsfrCOLOUR (clk, rand_colour, resetn, counterAsync[2:0]);
 xy_plot_control xy_plot_controller ( 
  .clk(clk),
  .resetn(resetn), 
  .rand_colour(rand_colour),
  .offset_x(offset_x),
  .offset_y(offset_y),
  .plot_x(plot_x), 
  .plot_y(plot_y), 
  .plot_en(plot_en),
  .plot_colour(plot_colour),
  .counterDot(counterDot),
  .done(done_ploting_init_dots),
  .doneclear(doneclear)
 );
endmodule 
module LFSR8 (clk, shift, resetn, counterAsync);
input clk;
 input [7:0]counterAsync;
 input resetn;
 output reg [7:0] shift = 7'd1;
 always@(posedge clk) begin
	 if (!resetn) begin
	 shift <= counterAsync;
	 end
	 else begin
	  shift <= shift<<1;
	  shift[0] <= (shift[1] ^ shift[2]) ^ (shift[3] ^ shift[7]);
	 end
 end
endmodule
module LFSR7 (clk,shift, resetn, counterAsync);
input clk;
 input [6:0]counterAsync;
 input resetn;
 output reg [6:0] shift= 6'd1;
 always@(posedge clk) begin
  if (!resetn) begin
 shift <= counterAsync;
 end
 else begin
  shift <= shift<<1;
  shift[0] <= (shift[1] ^ shift[2]) ^ (shift[3] ^ shift[6]);
  end
 end
endmodule
module LFSR3 (clk,shift, resetn, counterAsync);
input clk;
 input [2:0]counterAsync;
 input resetn;
 output reg [2:0] shift = 2'd1;
 always@(posedge clk) begin
 if (!resetn) begin
 shift <= counterAsync;
 end
 else begin
  shift <= shift<<1;
  shift[0] <= (shift[1] ^ shift[2]);
  end
 end
endmodule
module xy_plot_control (clk, resetn,  rand_colour,  offset_x,  offset_y, plot_x, plot_y, plot_colour, plot_en, counterDot, done, doneclear);
 input clk, resetn;
 input [7:0] offset_x;
 input [6:0] offset_y;
 input [2:0] rand_colour;
 output reg plot_en;
 output reg [7:0] plot_x;
 output reg [6:0] plot_y;
 output reg [2:0] plot_colour;
 output reg [6:0] counterDot;
 output reg done, doneclear;
 reg [3:0] state;
 localparam [3:0] INIT = 4'd0;
 localparam[3:0] PLOT = 4'd1;
 localparam [3:0] DONE = 4'd2;
 localparam [3:0] CLEAR_VGA_MEM = 4'd3;
 reg [7:0] x;
 reg [6:0] y;
 reg [2:0] set_colour;
 always@(posedge clk) begin
  if (!resetn) begin  
   state <= INIT;
   done <= 0;
  end 
  else begin   
   case(state)  
    INIT: 
     begin
      plot_x <= 0;
      plot_y <= 0;
      plot_en <= 0;  
      state <= CLEAR_VGA_MEM;
		counterDot <= 0;
		doneclear <= 1'b0;
    end
	 CLEAR_VGA_MEM:
	  begin
	      if (plot_x == 8'b11111111 && plot_y == 7'b1111111) begin
				state <= PLOT;
				plot_colour <= 0;
				plot_en <= 1;
				doneclear <= 1'b1;
			end else begin
				if (plot_x == 8'b11111111) begin
					plot_y <= plot_y + 1'b1;
					plot_x <= 8'b0;
				end 
				else begin
					plot_x <= plot_x + 1'b1;
				end
				state <= CLEAR_VGA_MEM;
				plot_colour <= 0;
				plot_en <= 1;
			end		
	  end
    PLOT:
     begin 
		if(counterDot==7'b1111111) begin
       plot_en <= 0;
		 state <= DONE;
		 counterDot <= 0;
      end 
		else begin
       plot_x <= offset_x;
       plot_y <= offset_y;
       plot_en <= 1; 
		 counterDot <= counterDot+1'b1;
       plot_colour <= rand_colour;       
       state <= PLOT;   
      end
     end
	 DONE: begin
	    plot_en <= 0;
		 done <= 1;
     end
	default: 
      begin
		state <= INIT;
      plot_x <= 0;
      plot_y <= 0;
      plot_en <= 0;      
      end
   endcase
  end 
 end 
endmodule

===== ./run.sh =====
#!/bin/bash
# OpenROAD 26Q1-2900-gdf79404cd8, Yosys 0.63+post, stock flow scripts
make -C /OpenROAD-flow-scripts/flow DESIGN_CONFIG=/design/flow/config.mk WORK_HOME=/design/flow/orfs finish

===== ./config.mk =====
export PLATFORM = sky130hd
export DESIGN_NAME = plotDots
export DESIGN_NICKNAME = plotDots
export VERILOG_FILES = /design/flow/design.v
export SDC_FILE = /design/flow/constraint.sdc
export NUM_CORES = 4
export LEC_CHECK = 1
export CORE_UTILIZATION = 40

===== ./constraint.sdc =====
current_design plotDots

set clk_period 5.7
set clk_io_pct 0.2

create_clock -name clk0 -period $clk_period [get_ports {clk}]

set non_clock_inputs [all_inputs -no_clocks]
set_input_delay [expr $clk_period * $clk_io_pct] -clock clk0 $non_clock_inputs
set_output_delay [expr $clk_period * $clk_io_pct] -clock clk0 [all_outputs]

==> metrics.txt <==
# HELP chip_impl_metric Flow report values
# TYPE chip_impl_metric gauge
chip_impl_metric{name="clk_path_buf_depth",unit=""} 2
chip_impl_info{name="cts_tree",value="built"} 1
chip_impl_metric{name="synth-area-yosys",unit="um2"} 2410
chip_impl_metric{name="hold_viol_final",unit=""} 0
chip_impl_metric{name="cts_setup_buffers",unit=""} 0
chip_impl_metric{name="worstPathRequired",unit="ps"} 5660
chip_impl_metric{name="port_buffers",unit=""} 22
chip_impl_metric{name="flow.area_growth_from_synthesis",unit="%"} 19.0
chip_impl_metric{name="setup.reg_to_reg.worst_slack",unit="ps"} 3540
chip_impl_info{name="r2r-end",value="xy_plot_controller.plot_y[6]"} 1
chip_impl_info{name="cp-start-kind",value="primary input"} 1
chip_impl_metric{name="remaining_drc_errors",unit=""} 0
chip_impl_metric{name="grt_overflow_total",unit=""} 0
chip_impl_info{name="top_area_cell",value="edfxtp_1"} 1
chip_impl_metric{name="syn-cell-area",unit="um2"} 2410
chip_impl_metric{name="critical_path.max_stage_delay",unit="ps"} 570
chip_impl_info{name="hp-class",value="flip-flop to flip-flop"} 1
chip_impl_metric{name="top_level_ports",unit=""} 23
chip_impl_metric{name="final_min_period_over_clock_period",unit=""} 0.473
chip_impl_metric{name="setup-violations-final",unit=""} 0
chip_impl_metric{name="rr_worst_depth",unit=""} 5
chip_impl_metric{name="post-route-util",unit=""} 0.506
chip_impl_metric{name="fin_skew",unit="ps"} 5.45
chip_impl_metric{name="diodes",unit=""} 0
chip_impl_metric{name="postCtsHoldBufs",unit=""} 0
chip_impl_metric{name="fmax",unit="MHz"} 371
chip_impl_metric{name="antenna_left",unit=""} 0
chip_impl_metric{name="final_max_tran_viols",unit=""} 0
chip_impl_metric{name="comb_power_share",unit=""} 0.063
chip_impl_metric{name="tritoncts_num_sinks",unit=""} 58
chip_impl_metric{name="cts.reportedPaths.clkPinSlew",unit="ps"} 60
chip_impl_metric{name="viasPerCell",unit=""} 4.88
chip_impl_metric{name="antenna_found_initial",unit=""} 0
chip_impl_metric{name="cap_viol_max_count",unit=""} 0
chip_impl_metric{name="worst_hold_path.num_cells",unit=""} 1
chip_impl_info{name="layout.cells.most_common",value="nand2_1"} 1
chip_impl_info{name="most-common-layout-cells",value="nand2_1, dfxtp_1, edfxtp_1, clkdlybuf4s50_1, nor2_1"} 1
chip_impl_metric{name="resized_gates_after_cts",unit=""} 0
chip_impl_info{name="worstSetupEndpointType",value="flip-flop"} 1
chip_impl_metric{name="dpl.hpwl",unit="um"} 3120
chip_impl_metric{name="warning_count",unit=""} 25
chip_impl_metric{name="route.detailed.wl_per_inst",unit="um"} 12.7
chip_impl_metric{name="htree_num_levels",unit=""} 3
chip_impl_info{name="r2r-start",value="xy_plot_controller.plot_y[0]"} 1
chip_impl_metric{name="die_width",unit="um"} 79.7
chip_impl_metric{name="share_of_the_synthesized_area_in_the_top_cell_type",unit=""} 0.336
chip_impl_metric{name="drt-initial-drc-count",unit=""} 54
chip_impl_metric{name="instance_tally_after_logic_synthesis",unit=""} 233
chip_impl_metric{name="setup-tns-final",unit="ps"} 0
chip_impl_info{name="cell_family_contributing_the_most_delay_on_the_critical_path",value="buffers and inverters"} 1
chip_impl_metric{name="flops_latches_synth",unit=""} 58
chip_impl_metric{name="route.vias.total",unit=""} 1659
chip_impl_metric{name="power.switching",unit="uW"} 177
chip_impl_metric{name="intPower",unit="uW"} 631
chip_impl_info{name="hold_path_end",value="counterAsync[0]"} 1
chip_impl_metric{name="cp_num_buf_inv",unit=""} 3
chip_impl_metric{name="dieHeight",unit="um"} 79.7
chip_impl_metric{name="sequential_area_share_after_synthesis",unit=""} 0.593
chip_impl_metric{name="worst_pin_slew",unit="ps"} 698
chip_impl_info{name="critical_path.slowest_cell",value="nor2_1"} 1
chip_impl_metric{name="first_global_vias",unit=""} 1582
chip_impl_metric{name="share_of_post_route_cells_with_drive_strength_above_1",unit=""} 0.0746
chip_impl_metric{name="critical_path.max_fanout",unit=""} 24
chip_impl_metric{name="grt_max_degree",unit=""} 25
chip_impl_metric{name="synthesis.yosys.warnings",unit=""} 5
chip_impl_metric{name="synthDistinctLibCells",unit=""} 30
chip_impl_metric{name="timing.max_slew.rel_slack",unit=""} 0.531
chip_impl_metric{name="routabilityCongestion",unit=""} 0.812
chip_impl_metric{name="cellPowerDensity",unit="nW/um2"} 281
chip_impl_metric{name="design.core.area",unit="um2"} 5680
chip_impl_metric{name="clock_insertion_delay_worst_skew",unit="ps"} 320
chip_impl_metric{name="post_synth.cell_area_avg",unit="um2"} 10.4
chip_impl_metric{name="power.share.sequential",unit=""} 0.579
chip_impl_info{name="rsz0062_at_grt",value="false"} 1
chip_impl_metric{name="crit_arrival",unit="ps"} 2650
chip_impl_metric{name="power_leakage",unit="uW"} 0.00113
chip_impl_metric{name="share_clk_of_total_power",unit=""} 0.358
chip_impl_metric{name="power.switching_fraction",unit=""} 0.219
chip_impl_metric{name="chip_area",unit="um2"} 6350
chip_impl_info{name="clockRootBuffer",value="clkbuf_8"} 1
chip_impl_metric{name="first_pass_grt_wire_length",unit="um"} 7380
chip_impl_metric{name="ys_cells",unit=""} 233
chip_impl_metric{name="drt-pass1-iter-count",unit=""} 4
chip_impl_metric{name="grt_usage",unit=""} 0.160
chip_impl_metric{name="num_rows",unit=""} 27
chip_impl_info{name="crit_chain",value="clkdlybuf4s50_1 > buf_4 > inv_1 > nor2_1"} 1
chip_impl_metric{name="min_period",unit="ps"} 2690
chip_impl_metric{name="power.ir.vdd_worst",unit="V"} 0.000173
chip_impl_info{name="result_of_the_run",value="finished, final reports clean"} 1
chip_impl_info{name="hold_wc_startpoint",value="counterAsync[0]"} 1
chip_impl_metric{name="routed_wirelength",unit="um"} 4320
chip_impl_info{name="ys_top_cells_by_area",value="edfxtp_1, dfxtp_1, nand2_1"} 1
chip_impl_metric{name="cts_buffers",unit=""} 9
chip_impl_metric{name="initCoreUtil",unit=""} 0.425
chip_impl_info{name="timing.setup.critical_path_class",value="primary input to flip-flop"} 1
-- routing by layer --
layer / global-route usage / part of all wire / vias to the layer above
met5: 0 / 0 / -
met4: 0.0309 / 0.019 / 0
li1: - / - / 853
met3: 0.0650 / 0.067 / 9
met2: 0.215 / 0.41 / 46
met1: 0.258 / 0.50 / 751
-- synthesized netlist by cell type --
master	number
edfxtp_1	27
nand3_1	12
or3_1	1
xor2_1	13
dfxtp_1	31
o21ai_2	2
nor2_1	19
inv_1	4
nand2_1	53
and2_1	6
nor2b_1	1
and3_1	4
a22o_1	2
nor3_1	2
nor4_2	1
o21a_1	2
buf_2	2
ha_1	4
mux2i_1	1
and3_2	1
nand3_2	1
o21ai_0	15
or2_1	1
o21ai_1	1
nand4_2	1
mux2_2	1
nand4_1	2
clkbuf_1	4
a21oi_1	4
xnor2_1	15
-- state kept, by name, summed over array words and instances, names as in the netlist --
signal and cells:
lsfrCOLOUR.shift 3, lfsrY.shift 7, xy_plot_controller.plot_en 1, xy_plot_controller.plot_colour 3, xy_plot_controller.done 1, xy_plot_controller.doneclear 1
lfsrX.shift 8, xy_plot_controller.state 4, xy_plot_controller.plot_y 7, xy_plot_controller.plot_x 8, counterAsync 8, xy_plot_controller.counterDot 7
-- cells by family after synthesis --
group                    share of synthesized area
multiplexers                               0.00881
adder cells (fa/ha/maj)                     0.0207
flip-flops                                   0.593
buffers and inverters                       0.0166
AND-OR/OR-AND                               0.0622
XOR/XNOR                                     0.102
AND/OR/NAND/NOR                              0.197
-- worst max path at each step --
stage,depth (start not counted),to,startpoint,slack (ps)
after global routing,4,xy_plot_controller.counterDot[0],resetn,2910
after CTS,4,xy_plot_controller.plot_y[6],resetn,3030
final,4,xy_plot_controller.counterDot[1],resetn,3010
-- layout make-up --
cell class                      instances  area, um2
Clock buffer                           10        128
Clock inverter                          6       23.8
Fill cell                             519       2800
Inverter                                4       15.0
Multi-Input combinational cell        165        943
Sequential cell                        58       1430
Tap cell                               72       90.1
Timing Repair Buffer                   25        243
-- stage by stage --
stage               area [um2]  power (uW)  hold slack, ps  std cells  setup slack, ps
floorplan                 2410         501             390        233             3430
global placement          2720         528             415        324             2670
detailed placement        2720         528             418        324             2670
CTS                       2870         819             433        340             3030
global route              2870         846             463        340             2910
finish                    2870         808             434        340             3010
-- power by group through the flow --
stage / clock, uW / sequential (uW) / combinational (uW)
after CTS: 299 / 468 / 51.6
after global routing: 317 / 471 / 57.8
final: 289 / 468 / 50.7
No activity file was given, so power comes from the tool's default toggle rates.
